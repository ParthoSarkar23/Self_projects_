==> flow/design.v <==
module bcd_to_7seg(
    input [3:0] bcd,     
    output reg [6:0] seg   
);
    always @(*) begin
        case(bcd)
            4'h0: seg = 7'b0111111;
            4'h1: seg = 7'b0000110;
            4'h2: seg = 7'b1011011;
            4'h3: seg = 7'b1001111;
            4'h4: seg = 7'b1100110;
            4'h5: seg = 7'b1101101;
            4'h6: seg = 7'b1111101;
            4'h7: seg = 7'b0000111;
            4'h8: seg = 7'b1111111;
            4'h9: seg = 7'b1101111;
            default: seg = 7'b0000000;  
        endcase
    end
endmodule
module clockk(
    input clk,
    input reset,
    input ena,
    output reg pm,
    output reg [7:0] hh,
    output [7:0] mm,
    output  [7:0] ss,
    output [6:0] seg_hh1, seg_hh0,   
    output [6:0] seg_mm1, seg_mm0,   
    output [6:0] seg_ss1, seg_ss0    
); 
    wire [2:0] ena_hms;   
    assign ena_hms = {(ena && (mm == 8'h59) && (ss == 8'h59)), (ena && (ss == 8'h59)), ena}; 
    count60 count_ss(
        .clk(clk),
        .reset(reset),
        .ena(ena_hms[0]),
        .q(ss)
    );
    count60 count_mm(
        .clk(clk),
        .reset(reset),
        .ena(ena_hms[1]),
        .q(mm)
    );
    always @(posedge clk) begin
        if(reset) begin
            hh <= 8'h12;     
            pm <= 0;
        end
        else begin
            if(ena_hms[2] && (mm == 8'h59) && (ss == 8'h59)) begin   
                if(hh == 8'h12) hh <= 8'h1;  
                else if(hh == 8'h11) begin   
                    hh[3:0] <= hh[3:0] + 1'h1;  
                    pm <= ~pm;
                end 
                else begin
                    if(hh[3:0] == 4'h9) begin
                        hh[3:0] <= 4'h0;
                        hh[7:4] <= hh[7:4] + 1'h1;
                    end
                    else hh[3:0] = hh[3:0] + 1'h1;
                end
            end
            else hh <= hh;
        end
    end
    bcd_to_7seg digit_hh1 (.bcd(hh[7:4]), .seg(seg_hh1));
    bcd_to_7seg digit_hh0 (.bcd(hh[3:0]), .seg(seg_hh0));
    bcd_to_7seg digit_mm1 (.bcd(mm[7:4]), .seg(seg_mm1));
    bcd_to_7seg digit_mm0 (.bcd(mm[3:0]), .seg(seg_mm0));
    bcd_to_7seg digit_ss1 (.bcd(ss[7:4]), .seg(seg_ss1));
    bcd_to_7seg digit_ss0 (.bcd(ss[3:0]), .seg(seg_ss0));
endmodule
module count60(
    input clk,
    input reset,
    input ena,
    output reg [7:0] q
);
    always @(posedge clk) begin
        if (reset) begin
            q <= 8'h00;   
        end
		  else if (ena) begin
            if (q[3:0] == 4'h9) begin
                q[3:0] <= 4'h0;
                if (q[7:4] == 4'h5) begin
                    q[7:4] <= 4'h0;   
                end else begin
                    q[7:4] <= q[7:4] + 1'h1;   
                end
            end else begin
                q[3:0] <= q[3:0] + 1'h1;   
            end
        end
    end
endmodule
==> flow/run.sh <==
#!/bin/bash
# OpenROAD 26Q1-2900-gdf79404cd8, Yosys 0.63+post, stock flow scripts
make -C /OpenROAD-flow-scripts/flow DESIGN_CONFIG=/design/flow/config.mk WORK_HOME=/design/flow/orfs finish
==> flow/config.mk <==
export PLATFORM = sky130hd
export DESIGN_NAME = clockk
export DESIGN_NICKNAME = clockk
export VERILOG_FILES = /design/flow/design.v
export SDC_FILE = /design/flow/constraint.sdc
export NUM_CORES = 4
export LEC_CHECK = 1
export CORE_UTILIZATION = 40
==> flow/constraint.sdc <==
current_design clockk

set clk_period 3.4
set clk_io_pct 0.2

create_clock -name clk0 -period $clk_period [get_ports {clk}]

set non_clock_inputs [all_inputs -no_clocks]
set_input_delay [expr $clk_period * $clk_io_pct] -clock clk0 $non_clock_inputs
set_output_delay [expr $clk_period * $clk_io_pct] -clock clk0 [all_outputs]
==> impl_metrics.py <==
# Flow results
metrics = {
    "worst_setup_path": {
        "required_ns": 3.66,
        "cp_data_arrival_time_ns": 3.14,
        "end_kind": "flop",
        "start_kind": "input pin",
        "setup.worst_path.class": "in2reg",
        "r2r_setup_slack_ns": 0.75,
        "critPathMaxFanout": 7,
    },
    "layout": {
        "comb_area_um2": 2140,
        "final_cells": 582,
        "syn_to_final_growth_pct": 27.2,
        "layout-drive-gt1-share": 0.112,
        "flop_area_um2": 1340,
        "layout_top_cell": "clkdlybuf4s50_1",
        "fill_cells": 797,
        "layout_top_cells": "69 x clkdlybuf4s50_1, 67 x dfxtp_1, 44 x ha_1",
        "utilization": 0.532,
    },
    "min_path": {
        "worstHoldPathType": "reg2reg",
    },
    "sta": {
        "hold_viol": 0,
        "clock.fmax_mhz": 347,
        "timing.setup.tns_ns": 0,
        "slew_violations": 0,
        "rsz0062_at_grt": "false",
        "fin_skew_ns": 0.00454,
        "slew_headroom": 0.623,
        "setup_viol": 0,
        "timing.final.crit_share": 0.848,
        "hold_slack_ns": 0.486,
        "worst_pin_slew_ns": 0.564,
        "fin_crit_ns": 2.88,
    },
    "synth": {
        "syn_inst": 394,
        "netlist.area_leader.share": 0.364,
        "synth.largest_area_cell": "dfxtp_1",
        "ys.flops": 67,
        "yosys.cell_types.count": 67,
        "synthArstFlopShare": 0,
        "ys_cells": 394,
        "ff_type": "dfxtp_1",
        "ys_seq_frac": 0.364,
        "ys_warn_count": 3,
        "syn_area_per_cell_um2": 9.34,
        "area_leaders": "dfxtp_1 36%, ha_1 15%, mux2i_1 4.4%",
        "synth_area_um2": 3680,
        "ys_area_um2": 3680,
        "synth-edff-count": 0,
    },
    "outcome": {
        "status": "completed",
    },
    "die": {
        "die_w_um": 97.9,
        "dieHeight_um": 97.9,
        "io_pins": 70,
        "fp_util": 0.418,
        "dieArea_um2": 9590,
        "core_area_um2": 8810,
        "placementRows": 34,
    },
    "power_and_ir_drop": {
        "p_sw_frac": 0.221,
        "p_clk_frac": 0.415,
        "pwr-share-comb": 0.049,
        "p_int_mw": 1.17,
        "vdd_drop_max_mv": 0.193,
        "switching_power_mw": 0.331,
        "pwr-share-seq": 0.535,
        "p_per_area_nw_per_um2": 320,
        "p_leak_nw": 1.84,
    },
    "placed_design": {
        "port_buffers": 69,
        "dp_cells": 567,
        "hpwl_um": 5280,
        "gp_congestion": 0.831,
    },
    "global_routing": {
        "grt_pass1_vias": 2768,
        "grt_max_degree": 18,
        "grt-ovfl-total": 0,
        "antenna_found_initial": 0,
        "grt_pass1_wl_um": 12300,
        "grtUsageTotal": 0.157,
    },
    "cts": {
        "clock_path_buffers": 2,
        "cts_tree": "yes",
        "numClockSinks": 67,
        "cts-root-buf": "clkbuf_8",
        "cts_buffers": 9,
        "htree_levels": 3,
        "post_cts_resized": 0,
        "worstSkewPairLatency_ns": 0.34,
        "post-cts-setup-buffer-count": 0,
        "clk_pin_slew_ns": 0.07,
        "hold_buffers": 0,
    },
    "routing": {
        "drtPass1Iterations": 17,
        "drt_iter0_markers": 91,
        "drc_errors": 0,
        "num_vias": 2937,
        "drtAntennaViolNets": 0,
        "viasPerCell": 5.05,
        "antenna_cells": 0,
        "routed_wl_um": 7180,
        "wl_per_cell_um": 12.3,
    },
    "job": {
        "warnings": 59,
        "drv_cap": 0,
    },
}
-- per-stage QoR --
stage / instance area, µm² / power (mW) / setup slack, ns
after global routing: 4680 / 1.58 / 0.350
after detailed placement: 4500 / 0.895 / 0.205
after global placement: 4500 / 0.895 / 0.247
final: 4680 / 1.50 / 0.517
after CTS: 4680 / 1.53 / 0.559
after floorplan: 3680 / 0.859 / 0.737
-- synthesized netlist by cell type (4+ instances only) --
| library cell | number |
|---|---|
| dfxtp_1 | 67 |
| ha_1 | 44 |
| inv_1 | 30 |
| nor2_1 | 29 |
| o21ai_0 | 26 |
| a21oi_1 | 20 |
| nand2_1 | 20 |
| mux2i_1 | 16 |
| nor3_1 | 9 |
| o22ai_1 | 9 |
| nand3_1 | 7 |
| o21a_1 | 7 |
| clkbuf_1 | 6 |
| nand2b_1 | 6 |
| nor2b_1 | 5 |
| xnor2_1 | 5 |
| a21o_1 | 4 |
| nand3b_1 | 4 |
| nand4_1 | 4 |
-- critical path, stage by stage --
cell	delay, ns
clkdlybuf4s50_1	0.54
and4b_1	0.33
and4_1	0.40
mux2i_1	0.34
nand2b_1	0.24
inv_1	0.16
ha_1	0.17
nand2_1	0.05
a211oi_1	0.22
-- final timing paths --
check	from	end	depth (start not counted)
worst max register to register	count_mm.q[0]	seg_hh0[4]	9
worst min-delay path	pm	pm	2
worst min register to register	pm	pm	2
worst max-delay path	ena	seg_hh0[4]	9
-- power by group through the flow --
| stage | clock network [mW] | registers, mW | logic (mW) |
|---|---|---|---|
| 4_1_cts | 0.655 | 0.802 | 0.0751 |
| 5_1_grt | 0.691 | 0.804 | 0.0839 |
| 6_report | 0.623 | 0.802 | 0.0741 |
-- layer usage --
layer / track usage / part of all wire
met5: 0 / 0
met4: 0.0233 / 0.013
met3: 0.0356 / 0.045
met2: 0.249 / 0.44
met1: 0.227 / 0.50
-- logic make-up after synthesis --
| kind of cell | Yosys count | synth area share |
|---|---|---|
| buf+inv | 46 | 0.0554 |
| mux | 16 | 0.0435 |
| simple gates | 115 | 0.184 |
| compound gates | 99 | 0.187 |
| xor+xnor | 7 | 0.0167 |
| fa+ha+maj | 44 | 0.150 |
| flops | 67 | 0.364 |
-- cell type report --
| type | instances | share of cell area |
|---|---|---|
| sequential | 67 | 0.286 |
| timing repair buffer | 79 | 0.164 |
| clock buffer | 10 | 0.0273 |
| inverter | 32 | 0.0262 |
| multi-input combinational | 281 | 0.456 |
| clock inverter | 5 | 0.0118 |
| tap | 108 | 0.0289 |
-- state kept, by name (all words and copies together) (netlist names) --
name / flops
count_mm.q: 8
count_ss.q: 8
hh: 8
pm: 1
seg_hh0: 7
seg_hh1: 7
seg_mm0: 7
seg_mm1: 7
seg_ss0: 7
seg_ss1: 7
Power figures rest on the tool's default switching activity, not on a simulated workload.
